**design/flow/design.v**
```verilog
module non_restoring_divider #(
    parameter N = 8
) (
    input enable, clk, reset_n, accept_in,
    output accept_out, ready_out,
    input [N-1:0] divisor, dividend,
    output [N-1:0] quotient
);
non_restoring_divider_controller controller(
    enable, clk, reset_n, accept_in,
    accept_out, set_ready_out,
    sign_A, count_done,
    dec_count, substract_and_shift, add_and_shift, initial_data
);
non_restoring_divider_datapath #(.N(N)) datapth(
    clk, reset_n, set_ready_out,
    dividend, divisor, quotient, ready_out,
    dec_count, substract_and_shift, add_and_shift, initial_data,
    sign_A, count_done
);
endmodule
module non_restoring_divider_controller(
    input enable, clk, reset_n, accept_in,
    output accept_out, 
    output reg set_ready_out,
    input sign_A, count_done,
    output reg dec_count, substract_and_shift, add_and_shift, initial_data
);
localparam  IDLE        = 0,
            GET_DATA    = 1,
            COMPUTE     = 2,
            READY       = 3;
reg [1:0] current_state, next_state;
assign accept_out   = (current_state == IDLE) & enable;
always @(*) begin
    dec_count           = 0;
    substract_and_shift = 0;
    add_and_shift       = 0;
    initial_data        = 0;
    set_ready_out = 0;
    case(current_state)
    IDLE: next_state = enable ? GET_DATA : IDLE;
    GET_DATA: begin
        initial_data = 1;
        next_state = COMPUTE;
    end
    COMPUTE: begin
        if(sign_A) add_and_shift = 1;
        else substract_and_shift = 1;
        if(count_done) begin
            set_ready_out = 1;
            next_state = accept_in ? IDLE : READY;
        end
        else next_state = COMPUTE;
        dec_count = 1;
    end
    READY: next_state = accept_in ? IDLE : READY;
    default: next_state = IDLE;
    endcase
end
always @(posedge clk, negedge reset_n) begin
    if(~reset_n) current_state <= IDLE;
    else current_state <= next_state;
end
endmodule
module non_restoring_divider_datapath #(
    parameter N = 8
) (
    input clk, reset_n, set_ready_out,
    input [N-1:0] dividend, divisor,
    output [N-1:0] quotient,
    output reg ready_out,
    input dec_count, substract_and_shift, add_and_shift, initial_data,
    output sign_A, count_done
);
reg [N-1:0] Q;
reg [N:0] A, M;
reg [$clog2(N):0] count;
assign count_done = (count == 0);
assign sign_A = A[N];
assign quotient = Q;
wire [N:0] A_minus_M, A_plus_M;
assign A_minus_M = {A[N-1:0], Q[N-1]} - M;
assign A_plus_M = {A[N-1:0], Q[N-1]} + M;
always @(posedge clk, negedge reset_n) begin
    if(~reset_n) begin
        A <= 0;
        M <= 0;
        Q <= 0;
        ready_out <= 0;
    end
    else begin
        ready_out <= set_ready_out;
        A <= A;
        M <= M;
        Q <= Q;
        if(initial_data) begin
            A <= {(N+1){1'b0}};
            M <= {1'b0, divisor};
            Q <= dividend;
        end
        else if(add_and_shift) begin
            A <= {A[N-1:0], Q[N-1]} + M;
            Q <= {Q[N-2:0], ~A_plus_M[N]};
        end
        else if(substract_and_shift) begin
            A <= {A[N-1:0], Q[N-1]} - M;
            Q <= {Q[N-2:0], ~A_minus_M[N]};
        end
        else begin
            A <= A;
            M <= M;
            Q <= Q;
        end
    end
end
always @(posedge clk, negedge reset_n) begin
    if(~reset_n) count <= N - 1;
    else if(initial_data) count <= N - 1;
    else if(dec_count) count <= count - 1'b1;
    else count <= count;
end
endmodule
```
**design/flow/run.sh**
```bash
#!/bin/bash
# OpenROAD 26Q1-2900-gdf79404cd8, Yosys 0.63+post, stock flow scripts
make -C /OpenROAD-flow-scripts/flow DESIGN_CONFIG=/design/flow/config.mk WORK_HOME=/design/flow/orfs finish
```
**design/flow/config.mk**
```make
export PLATFORM = sky130hd
export DESIGN_NAME = non_restoring_divider
export DESIGN_NICKNAME = non_restoring_divider
export VERILOG_FILES = /design/flow/design.v
export SDC_FILE = /design/flow/constraint.sdc
export NUM_CORES = 4
export LEC_CHECK = 1
export CORE_UTILIZATION = 30
```
**design/flow/constraint.sdc**
```tcl
current_design non_restoring_divider

set clk_period 3.3
set clk_io_pct 0.2

create_clock -name clk0 -period $clk_period [get_ports {clk}]

set non_clock_inputs [all_inputs -no_clocks]
set_input_delay [expr $clk_period * $clk_io_pct] -clock clk0 $non_clock_inputs
set_output_delay [expr $clk_period * $clk_io_pct] -clock clk0 [all_outputs]
```
==> Slide: Implementation Results <==
Key Metrics from the Run

Logic synthesis
  – Area figure in the yosys stat output: 0.00217 mm^2
  – Yosys top cell by area: dfrtp_1
  – EDFF count, synth: 0
  – Yosys aoi share: 0.230
  – Synth Area in Adders: 0.122
  – Top-count cell post-synth: dfrtp_1
  – Commonest cells post-synth: dfrtp_1 (30), inv_1 (27), ha_1 (18)
  – Simple-gate area share of the yosys netlist: 0.152
  – Main area contributors: dfrtp_1 (35%), ha_1 (10%), dfstp_2 (4.8%)
  – Top logic family: AND-OR/OR-AND gates
  – Cell Type Count: 59
  – Yosys top cell area share: 0.346
  – Top FF cell, synth: dfrtp_1
  – Post-Syn Instances: 226
  – Register area share after synthesis: 0.394
  – Post-synth regs: 34
  – Xor/xnor share: 0.0161
  – Synth warn: 9
  – Mux share: 0.00980
  – Async set-reset flop share out of synthesis: 1.00
  – Synthesized cell area: 0.00217 mm^2
  – Post-synthesis area per instance: 9.60 um^2
  – Yosys Instances: 226

Clocking
  – Clock sinks: 34
  – Clk buf depth: 2
  – CTS tree: yes
  – TritonCTS Buffers: 5
  – CTS-repair resized insts: 0
  – Root Buffer: clkbuf_8
  – Late-Pin Clk Latency: 280 ps
  – Clk slew on worst S/H paths: 70 ps
  – Clock H-tree levels: 2
  – Setup bufs post-CTS: 0
  – Hold Buf Count CTS: 0

Cells and area
  – Fraction of layout cells with a size suffix above 1: 0.105
  – Area grow syn2layout: 22.4%
  – Core Util, Final: 0.384
  – Non-Filler Instances: 353

STA
  – Pins Over Slew Limit: 0
  – Final WS setup: 887 ps
  – Relative slew margins: 0.517
  – Final Critical Period: 2410 ps
  – # setup viols final: 0
  – Setup TNS: 0 ps
  – Fin. Hold Viols: 0
  – RSZ-0062 raised after global routing: no
  – Final period utilization: 0.731
  – Max Freq: 0.414 GHz
  – Layout Skew: 4.39 ps
  – Worst-Margin Slew: 721 ps

Detailed routing
  – Final ANT Viol Nets: 0
  – Detailed-route via count: 1717
  – Total routed wirelength: 4680 um
  – DR WL/cell: 13.2 um
  – DRC: 0
  – Ant diodes: 0
  – Vias/cell: 4.86
  – Drt pass-1 iters: 4
  – DRT iter0 DRCs: 136

Critical path
  – CP Capture Type: register
  – Critical Path Start Type: register
  – Worst Path Required: 3470 ps
  – Worst Path Max Fanout: 7
  – R2R setup slack: 890 ps
  – Worst EP arrival: 2580 ps
  – Critical path class: register to register

Place
  – Inst Count DP: 345
  – DP Wirelength: 3280 um
  – IO Port Bufs: 29
  – RePlAce Congestion: 0.860
  – Setup WS pre-CTS: 902 ps

Flow run
  – Max cap viols: 0
  – OpenROAD warning count: 34

Floorplanning
  – I/O pin count: 30
  – Core area: 0.00691 mm^2
  – Floorplan die height: 87.0 um
  – Row cnt: 30
  – Initial Util: 0.314
  – Die area: 0.00758 mm^2
  – Die Span X: 87.0 um

Hold path
  – Worst hold path class: input port to asynchronous set/reset pin

Global routing
  – Pin count of the biggest net entering global routing: 35
  – First-pass GRT wire length: 7980 um
  – Initial antenna violation count: 0
  – Gr usage total: 0.137
  – Total congestion overflow: 0
  – Vias in the first global route: 1670

Pwr
  – Leak pwr: 1.22 nW
  – Max VDD drop: 0.385 mV
  – Cell Pwr Density: 1040 mW/mm^2

Run status
  – Status: finished clean
[kinds of logic (layout without fill, tap and decap cells)]
group                      count (synthesis)  count (layout)
muxes                                      2               2
and+or+nand+nor                           61              61
adders and majority gates                 20              20
xor gates and xnor gates                   4               4
AOI/OAI and AO/OA                         69              69
DFF                                       34              34
buffers and inverters                     36              67
[sequential cells by signal, summed over array words and instances, names as in the netlist]
name	flops
datapth.M	8
datapth.A	9
datapth.ready_out	1
datapth.count	4
datapth.Q	8
controller.current_state	4
[worst max-delay path, stage by stage, from the launching register on]
cell	delay [ps]
dfrtp_1	360
inv_1	50
ha_1	380
and2_4	200
a221oi_1	390
a21boi_0	220
o311a_1	360
or3_1	330
[layout make-up]
| class | count | area [um^2] |
|---|---|---|
| Fill cell | 706 | 4250 |
| Sequential cell | 34 | 856 |
| Multi-Input combinational cell | 156 | 1150 |
| Inverter | 27 | 101 |
| Clock buffer | 7 | 86.3 |
| Tap cell | 96 | 120 |
| Timing Repair Buffer | 32 | 308 |
| Clock inverter | 1 | 30.0 |
[layout by cell type (no fill, tap or decap), types with 3 or more instances in the layout]
master / n
inv_1: 27
dfrtp_1: 30
a21oi_1: 9
buf_4: 3
clkdlybuf4s50_1: 28
a21o_1: 3
clkbuf_8: 6
dfstp_2: 4
o211ai_1: 3
ha_1: 18
nor2_1: 12
nand2_1: 17
a222oi_1: 7
o21bai_1: 3
nor3_1: 6
nor2b_1: 3
o21ai_0: 14
o22ai_1: 3
[power breakdown]
part           switching, mW  internal [mW]  leakage (nW)
registers              0.155          0.620         0.416
logic                  0.827          0.749         0.747
clock network          0.157          0.246        0.0585
total                   1.14           1.62          1.22
[stage by stage]
stage | instance area, um^2 | hold WS [ps] | power (mW)
2_1_floorplan | 2170 | 364 | 1.96
3_3_place_gp | 2540 | 499 | 2.36
3_5_place_dp | 2540 | 508 | 2.35
4_1_cts | 2660 | 415 | 2.78
5_1_grt | 2660 | 431 | 3.02
6_report | 2660 | 387 | 2.75
[routing by layer]
metal / global-route usage / wire length (um)
met1: 0.222 / 2400
met2: 0.201 / 1950
met3: 0.0250 / 283
met4: 0.0136 / 35
met5: 0 / 0
[final timing paths]
kind | from | end | cells past startpoint
setup / recovery | datapth.M[4] | datapth.A[7] | 7
setup reg to reg | datapth.M[4] | datapth.A[7] | 7
hold / removal | reset_n | datapth.M[3] | 2
max in group asynchronous | reset_n | datapth.count[1] | 2
hold reg to reg | datapth.A[2] | datapth.A[2] | 2
min in group clk0 | datapth.A[2] | datapth.A[2] | 2
Power is estimated from default activity; no workload was simulated.
